==> design/flow/design.v <==
`timescale 1ns/1ns
module receiver #(
    parameter DATA_WIDTH = 8,
    parameter DEPTH = 16, 
    parameter ADDR_WIDTH = $clog2(DEPTH)
) (
    input   clk,
    input   rst,
    output  ready,
    input   ready_test,
    input   valid,
    input   [DATA_WIDTH-1:0] data
);
    reg [DATA_WIDTH-1:0] mem[0:DEPTH-1];
    reg [ADDR_WIDTH:0] idx; 
    reg [DATA_WIDTH-1:0] debug_reg;
    assign ready = (idx != DEPTH) & ready_test; 
    always@(posedge clk or posedge rst) begin
        if(rst)begin
            idx <= 1'b0;
        end else begin
            if(ready_test & ready & valid) begin
                idx <= idx + 1'b1;
                mem[idx] <= data;
                debug_reg <= data;
            end else begin
                idx <= idx;
                mem[idx] <= mem[idx];
                debug_reg <= debug_reg;
            end
        end
    end 
endmodule
==> design/flow/run.sh <==
#!/bin/bash
# OpenROAD 26Q1-2900-gdf79404cd8, Yosys 0.63+post, stock flow scripts
make -C /OpenROAD-flow-scripts/flow DESIGN_CONFIG=/design/flow/config.mk WORK_HOME=/design/flow/orfs finish
==> design/flow/config.mk <==
export PLATFORM = sky130hd
export DESIGN_NAME = receiver
export DESIGN_NICKNAME = receiver
export VERILOG_FILES = /design/flow/design.v
export SDC_FILE = /design/flow/constraint.sdc
export NUM_CORES = 4
export LEC_CHECK = 1
export CORE_AREA = 10 10 70 70
export DIE_AREA = 0 0 80 80
==> design/flow/constraint.sdc <==
current_design receiver

set clk_period 2.1
set clk_io_pct 0.2

create_clock -name clk0 -period $clk_period [get_ports {clk}]

set non_clock_inputs [all_inputs -no_clocks]
set_input_delay [expr $clk_period * $clk_io_pct] -clock clk0 $non_clock_inputs
set_output_delay [expr $clk_period * $clk_io_pct] -clock clk0 [all_outputs]
==> datasheet_impl.txt <==
Table: implementation figures

Parameter                              Value

Clock network
  Clock-pin transition on the worst setup and hold timing paths .................. 40 ps
  Source-to-sink clock delay at the later pin of the worst-skew pair .................. 250 ps
  Number of CTS-inserted buffers .................. 3
  CTS tree .................. done
  Number of buffers between clock root and the deepest sink .................. 2
  H-tree levels .................. 1
  Total clock sinks .................. 5
  CTS root buffer .................. sky130_fd_sc_hd__clkbuf_4

Logic synthesis
  Number of warnings issued by yosys .................. 2
  Yosys top cell area share .................. 44.6%
  Most frequent cells after synthesis .................. sky130_fd_sc_hd__dfrtp_1, sky130_fd_sc_hd__inv_1, sky130_fd_sc_hd__xnor2_1, sky130_fd_sc_hd__ha_1, sky130_fd_sc_hd__nand3_1
  Average footprint of a synthesized cell .................. 11.7 µm²
  Cell taking the most area after synthesis .................. sky130_fd_sc_hd__dfrtp_1
  Post-synthesis cell count from yosys .................. 24
  Post-synth design cell area .................. 280 µm²
  Number of flops mapped to enable cells by yosys .................. 0
  Instance tally after logic synthesis .................. 24
  Distinct cell type count after synthesis .................. 14
  Synthesis area per yosys .................. 280 µm²
  Most numerous cell in the Yosys netlist .................. sky130_fd_sc_hd__dfrtp_1
  Synth Flop Type .................. sky130_fd_sc_hd__dfrtp_1
  Registers, synthesis .................. 5
  Part of the Yosys area used for sequential elements .................. 44.6%
  Synth area leaders .................. sky130_fd_sc_hd__dfrtp_1, sky130_fd_sc_hd__xnor2_1, sky130_fd_sc_hd__ha_1, sky130_fd_sc_hd__and4bb_4, sky130_fd_sc_hd__mux2_4
  Share of async-settable or async-resettable flops after synthesis .................. 100%

Floorplanning
  Placement row count .................. 21
  Share of the core filled by cells before placement .................. 8.21%
  Horiz. Die Dim .................. 80 µm
  Top-level I/O count .................. 13
  Core area .................. 3420 µm²
  Chip footprint .................. 6400 µm²
  Die Y .................. 80 µm

STA
  Setup repair after global routing missed its margin .................. false
  Final Hold Viols .................. 0
  Period minus WS final .................. 1770 ps
  Final worst hold slack .................. 374 ps
  Total negative slack .................. 0 ps
  Final setup viols .................. 0
  Top achievable clock speed .................. 0.566 GHz
  Slew @ Worst Pin .................. 193 ps
  Final Max Tran Viols .................. 0
  Share of the clock period used by the worst path .................. 84.1%
  Worst clock skew .................. 6.83 ps
  Worst max-slew margin expressed relative to the limit .................. 87.1%

Routing
  Residual antenna-violating net count after detailed routing .................. 0
  Number of antenna cells inserted .................. 0
  Wire length per cell after detailed routing .................. 7.12 µm
  Detailed-routing iteration count for the pre-antenna-repair pass .................. 2
  Via-per-instance ratio .................. 2.69
  Count of vias placed by the detailed router .................. 223
  Residual DRC .................. 0
  Initial detailed-routing violation count .................. 2
  Routed Wire Length .................. 591 µm

Placement
  Routability congestion estimate from global placement .................. 0.725
  Input/output buffers .................. 4
  Cell Count Post-Placement .................. 74
  Placed wire-length estimate .................. 440 µm

Pwr
  Total Power Consumption .................. 0.524 mW
  Peak ir drop on the vdd network .................. 0.000258 V
  P_leak .................. 0.198 nW
  Power per unit of standard cell area .................. 1150 nW/µm²

Run
  OpenROAD warning count .................. 34
  Number of max-capacitance violations reported .................. 0

Global routing
  Busiest grt layer .................. met2
  Via count of the first global-routing pass .................. 248
  Number of antenna violations at the first check in global routing .................. 0
  M3 GR Usage .................. 2.27%
  Fraction of met2 tracks used by global routing .................. 2.97%
  GRT Util Overall .................. 2.16%
  Pin count of the biggest net entering global routing .................. 6
  Global routing met1 resource utilization .................. 2.14%
  Wire length of the first global-routing pass .................. 1.06 mm
  Total congestion overflow after global routing .................. 0

Worst setup path
  Critical Path Slowest Stage Cell .................. sky130_fd_sc_hd__dfrtp_1
  Critical path class .................. flip-flop to output pin
  Number of buffers and inverters on the critical path .................. 2
  Category of cells accounting for the largest share of critical-path delay .................. simple AND/OR/NAND/NOR gates
  Highest fanout seen on the critical path .................. 2
  Cell-by-cell listing of the critical path .................. inv_2, ha_4, and4bb_4, and2b_1, dlymetal6s2s_1
  Required @ worst endpoint .................. 1680 ps
  Sort of element at the end of the critical path .................. output pin
  Critical Path Max Stage Delay .................. 380 ps
  CP startpoint kind .................. flip-flop
  Arrival time at the worst endpoint .................. 1350 ps

Cells and area
  Ratio of cells with drive above 1 in the final layout .................. 40.5%
  Fin cells .................. 83
  Largest register by flop count .................. idx
  Largest regs .................. idx (5)
  Syn-to-layout area delta .................. 62.9%
  Max reg flops .................. 5

Hold path
  Worst hold path class .................. primary input to async pin

Status
  Outcome .................. finished clean
## power by group
| group | internal [mW] | total [mW] | leakage [nW] | switching (mW) |
|---|---|---|---|---|
| clock | 0.0719 | 0.112 | 0.0150 | 0.0405 |
| combinational | 0.141 | 0.225 | 0.123 | 0.0842 |
| sequential | 0.146 | 0.186 | 0.0600 | 0.0397 |
| total | 0.359 | 0.524 | 0.198 | 0.164 |
## cell families (layout without fill, tap and decap cells)
group                      count (synthesis)  in the layout  share of synthesized area [%]
muxes                                      1              1                           5.36
adders and majority gates                  2              2                           8.93
and+or+nand+nor                            9              9                           24.6
buffers and inverters                      3             16                           4.02
xor gates and xnor gates                   4              4                           12.5
DFF                                        5              5                           44.6
## per-stage QoR
stage	util [%]	instance area [µm²]	worst slack, ps
after floorplan	-	280	680
after global placement	11.1	378	147
after detailed placement	11.1	378	133
after CTS	12.7	434	1.63
after global routing	13.4	457	268
final	13.4	457	334
## worst reg2reg max path, stage by stage (launching register included)
cell and delay, ps:
sky130_fd_sc_hd__dfrtp_1 350, sky130_fd_sc_hd__inv_2 60, sky130_fd_sc_hd__ha_4 150, sky130_fd_sc_hd__and4bb_4 190, sky130_fd_sc_hd__buf_4 140, sky130_fd_sc_hd__nor2_2 160
sky130_fd_sc_hd__mux2_4 320
## cell usage in the layout (no fill, tap or decap), drive strengths merged, types with 2 or more instances in the layout
cell type / instances
xnor2: 3
nand3: 2
dfrtp: 5
ha: 2
buf: 5
clkbuf: 4
inv: 3
clkdlybuf4s50: 3
## worst paths after layout
| path | startpoint | end | slack, ps | cells after the start |
|---|---|---|---|---|
| min | rst | idx[4]$_DFFE_PP0P_ | 370 | 2 |
| min in group clk0 | idx[4]$_DFFE_PP0P_ | idx[4]$_DFFE_PP0P_ | 480 | 1 |
| max reg2reg | idx[0]$_DFFE_PP0P_ | idx[1]$_DFFE_PP0P_ | 610 | 6 |
| min reg2reg | idx[4]$_DFFE_PP0P_ | idx[4]$_DFFE_PP0P_ | 480 | 1 |
| max in group asynchronous | rst | idx[0]$_DFFE_PP0P_ | 1550 | 2 |
| max | idx[0]$_DFFE_PP0P_ | ready | 330 | 5 |
## per-layer routing
layer  share of wire, %  vias up
li1                   -      106
met2                 47        5
met3                 11        4
met1                 38      108
met4                3.9        0
met5                  0        -
## final cells by class
| type | count | area, µm² |
|---|---|---|
| inverter | 3 | 11.3 |
| clock buffer | 4 | 26.3 |
| multi-input combinational | 16 | 156 |
| timing repair buffer | 9 | 80.1 |
| sequential | 5 | 125 |
| tap | 46 | 57.6 |
| fill | 400 | 2960 |
## what timing repair did
item,CTS,global route
hold buffers,0,0
buffers inserted,4,1
endpoints found under the setup margin,1,1
gates resized,1,4
Power figures rest on the tool's default switching activity, not on a simulated workload.
