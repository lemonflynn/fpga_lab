## config.mk

```make
export PLATFORM = sky130hd
export DESIGN_NAME = axi_mapped_registers
export DESIGN_NICKNAME = axi_mapped_registers
export VERILOG_FILES = /design/flow/design.v
export SDC_FILE = /design/flow/constraint.sdc
export NUM_CORES = 4
export LEC_CHECK = 1
export CORE_UTILIZATION = 40
```

## constraint.sdc

```tcl
current_design axi_mapped_registers

set clk_period 9.3
set clk_io_pct 0.2

create_clock -name clk0 -period $clk_period [get_ports {axi_clk}]

set non_clock_inputs [all_inputs -no_clocks]
set_input_delay [expr $clk_period * $clk_io_pct] -clock clk0 $non_clock_inputs
set_output_delay [expr $clk_period * $clk_io_pct] -clock clk0 [all_outputs]
```

## design.v

```verilog
module axi_write_logic(
	input axi_clk,
	input rstn,  
	input [1:0] write_addr,
	input write_addr_valid,
	output reg write_addr_ready,
	input [31:0] write_data,
	input write_data_valid,
	output reg write_data_ready,
    input write_resp_ready,
    output reg write_resp_valid,
    output [1:0] write_resp,
    input [1:0] read_addr_i,
    input read_addr_valid_i,
    output reg read_addr_ready_o,
    output [31:0] read_data_o,
    output read_data_valid_o,
    input read_data_ready_i,
    output [1:0] read_resp_o,
    output [31:0] data_out,  
    output [1:0] addr_out,   
    output data_valid,		 
    output [1:0] read_addr_to_user_o,
    output reg read_addr_valid_to_user_o,
    input read_data_user_valid_i,
    input [31:0] read_data_from_user_i
);
reg [31:0] data_latch;
reg [1:0] addr_latch;
reg [1:0] addr_latch_delay;
reg data_done;
reg addr_done;
reg [31:0] read_data_latch;
reg [1:0] read_addr_latch;
reg read_data_latched;
assign data_out = data_latch;
assign addr_out = addr_latch;
assign data_valid = data_done & addr_done;
assign read_addr_to_user_o = read_addr_latch;
assign read_data_o = read_data_latch;
assign read_data_valid_o = read_data_latched;
always@(posedge axi_clk)
begin
    addr_latch_delay <= addr_latch;
end
always@(posedge axi_clk)
begin
    if(~rstn | (write_addr_valid & write_addr_ready))
        write_addr_ready <= 0;
    else
        write_addr_ready <= 1;
end
always@(posedge axi_clk)
begin
    if(~rstn | (write_data_valid & write_data_ready))
        write_data_ready <= 0;
    else
        write_data_ready <= 1;
end
always@(posedge axi_clk)
begin
    if(~rstn) begin
        data_latch <= 32'd0;
        addr_latch <= 2'd0;
    end else begin
        if(write_data_valid & write_data_ready)
            data_latch <= write_data;
        if(write_addr_valid & write_addr_ready);
            addr_latch <= write_addr;
    end
end
always@(posedge axi_clk)
begin
    if(~rstn | (data_done & addr_done)) begin
        data_done <= 1'd0;
        addr_done <= 1'd0;
    end else begin
        if(write_data_valid & write_data_ready)
            data_done <= 1'd1;
        if(write_addr_valid & write_addr_ready)
            addr_done <= 1'd1;
    end
end
assign write_resp = 2'd0;  
always@(posedge axi_clk)
begin
    if(~rstn | (write_resp_ready & write_resp_valid))
        write_resp_valid <= 1'd0;
    else if(data_done & addr_done)
        write_resp_valid <= 1'd1;
end
always@(posedge axi_clk)
begin
    if(~rstn | (read_addr_valid_i & read_addr_ready_o))
        read_addr_ready_o <= 0;
    else
        read_addr_ready_o <= 1;
end
always@(posedge axi_clk)
begin
    if(~rstn) begin
        read_addr_latch <= 2'd0 ;
        read_addr_valid_to_user_o <= 1'd0;
    end else if(read_addr_valid_i & read_addr_ready_o) begin
        read_addr_latch <= read_addr_i;
        read_addr_valid_to_user_o <= 1'd1;  
    end else begin
        read_addr_latch <= 2'd0 ;
        read_addr_valid_to_user_o <= 1'd0;
    end
end
always@(posedge axi_clk)
begin
    if(~rstn) begin
        read_data_latch <= 32'd0;
        read_data_latched <= 1'd0;
    end else if(read_data_user_valid_i) begin
        read_data_latch <= read_data_from_user_i;
        read_data_latched <= 1'd1;
    end else if(read_data_latched & read_data_ready_i) begin
        read_data_latch <= 32'd0;
        read_data_latched <= 1'd0;
    end
end
endmodule
module axi_mapped_registers(
    input axi_clk,
    input axi_rstn,
    input [31:0] axi_write_data,
    input write_data_valid,
    output write_data_ready,
    input [1:0] axi_write_addr,
    input write_addr_valid,
    output write_addr_ready,
    output [1:0] axi_write_resp,
    input write_resp_ready,
    output write_resp_valid,
    input [1:0] axi_read_addr_i,
    input read_addr_valid_i,
    output read_addr_ready_o,
    output[31:0] axi_read_data_o,
    output read_data_valid_o,
    input read_data_ready_i,
    output [1:0] read_resp_o
);
reg[31:0] regs[3:0];
wire[31:0] write_data;
wire[1:0] write_addr;
wire write_en;
wire[31:0] debug_d0;
wire[31:0] debug_d1;
wire[31:0] debug_d2;
wire[31:0] debug_d3;
wire read_en;
wire[1:0] read_addr;
reg[31:0] read_data;
reg read_data_en;
assign debug_d0 = regs[0];
assign debug_d1 = regs[1];
assign debug_d2 = regs[2];
assign debug_d3 = regs[3];
axi_write_logic axi_inst(
    .axi_clk(axi_clk),
    .rstn(axi_rstn),  
    .write_data(axi_write_data),
    .write_data_valid(write_data_valid),
    .write_data_ready(write_data_ready),
    .write_addr(axi_write_addr),
    .write_addr_valid(write_addr_valid),
    .write_addr_ready(write_addr_ready),
    .write_resp_ready(write_resp_ready),
    .write_resp_valid(write_resp_valid),
    .write_resp(axi_write_resp),
    .read_addr_i(axi_read_addr_i),
    .read_addr_valid_i(read_addr_valid_i),
    .read_addr_ready_o(read_addr_ready_o),
    .read_data_o(axi_read_data_o),
    .read_data_valid_o(read_data_valid_o),
    .read_data_ready_i(read_data_ready_i),
    .read_resp_o(read_resp_o),
    .data_out(write_data),  
    .addr_out(write_addr),  
    .data_valid(write_en),
    .read_addr_to_user_o(read_addr),
    .read_addr_valid_to_user_o(read_en),
    .read_data_user_valid_i(read_data_en),
    .read_data_from_user_i(read_data)
);
integer i;
always@(posedge axi_clk)
begin
    if(~axi_rstn) begin
        for(i=0;i<4;i++)
            regs[i] <= 32'd0;
    end else if(write_en) begin
        regs[write_addr] <= write_data;
    end else if(read_en) begin
        read_data <= regs[read_addr];
        read_data_en <= 1'd1;
    end else begin
        read_data <= 32'd0;
        read_data_en <= 1'd0;
    end
end
endmodule
```

## run.sh

```bash
#!/bin/bash
# OpenROAD 26Q1-2900-gdf79404cd8, Yosys 0.63+post, stock flow scripts
make -C /OpenROAD-flow-scripts/flow DESIGN_CONFIG=/design/flow/config.mk WORK_HOME=/design/flow/orfs finish
```

==> results.cfg <==
; generated from flow reports
[run_status]
outcome = completed

[logic_synthesis]
ff_type = edfxtp_1
yosysTopAreaCellShare_pct = 48.2
synth_seq_share_pct = 63.4
synth_cell_type_count = 31
syn_area_um2 = 10000
ys.warnings.count = 4
yosysCellCount = 793
topCellsByArea = edfxtp_1, dfxtp_1, mux2i_1, nor3_2, o21a_1
ys.flops = 237
edf_count = 161
synth.avg_cell_area_um2 = 12.7
synthMostInstantiatedCell = edfxtp_1
synth_cells = 793
top_cells_by_count = edfxtp_1, dfxtp_1, inv_1
async_flop_share_pct = 0
synth_top_cell_by_area = edfxtp_1
yosys_area_um2 = 10000

[die]
row_count = 57
die_w_um = 160
die_h_um = 160
io_pins = 84
core_region_area_um2 = 24500
dieArea_um2 = 25700
initial_core_util_pct = 41.0

[detailed_routing]
via_per_inst = 5.04
first_iter_violations = 342
drc = 0
dr_total_vias = 5978
firstDrtPassIters = 4
routed_wl_mm = 20.7
wire_per_inst_um = 17.4
diodes = 0
drtAntennaViolNets = 0

[worst_hold_path]
worst_hold_path_type = flip-flop to flip-flop

[global_route]
grt_antenna_before_repair = 0
grt-ovfl-total = 0
use_met3_pct = 8.48
grt_use_met2_pct = 22.3
grt_max_degree = 67
busiest_layer = met1
grt_pass1_vias = 5953
grt_use_total_pct = 17.6
grt_pass1_wl_mm = 33.1
grtUsageMet1_pct = 29.2

[cts]
clockBufferDepth = 3
cts_tree = built
cts_resized = 0
cts_root_buf = clkbuf_16
cts_buffers = 25
clk_pin_slew_ns = 0.06
cts_max_level = 1
cts_hold_buffers = 0
post-cts-setup-buffers = 0
clock_latency_ns = 0.52
clock_sinks = 237

[timing]
period_used_pct = 38.5
tightest_slew_ns = 0.860
rsz0062_at_grt = no
setup_viol_count_final = 0
relSlewSlack_pct = 42.6
skew_ns = 0.0109
tns_ns = 0
drv_slew = 0
hold_ws_ns = 0.461
max_freq_mhz = 280
fin_ws_ns = 5.72
timing.final.crit_period_ns = 3.58
hold_viol_final = 0

[run]
warnings = 25
drv_cap = 0

[layout]
layout-drive-gt1-share_pct = 14.0
area_delta_synth_final_pct = 17.3
stdcell_count = 1187

[place]
dp_cells = 1142
gp_congestion = 0.769
dp_hpwl_mm = 11.8
pre_cts_slack_ns = 5.16
portBuffers = 79

[worst_setup_path]
ff2ff_setup_slack_ns = 6.75
cp-start-kind = primary input
endpoint_kind = flip-flop
worstSetupPathType = primary input to flip-flop
worstPathArrival_ns = 3.81
path_max_fanout = 59
required_ns = 9.54

[pwr]
power_w = 0.00227
ir_drop_uv = 110
powerDensity_nw_per_um2 = 193
p_leak_nw = 3.82
-- cell type report --
| type | instances | area [um^2] |
|---|---|---|
| Inverter | 65 | 244 |
| Fill cell | 2118 | 12700 |
| Tap cell | 324 | 405 |
| Clock buffer | 33 | 676 |
| Multi-Input combinational cell | 418 | 3050 |
| Timing Repair Buffer | 98 | 923 |
| Sequential cell | 237 | 6360 |
| Clock inverter | 12 | 108 |
-- sequential cells by signal, summed over array words and instances, names as in the netlist --
signal / count
axi_inst.write_addr_ready: 1
regs: 128
axi_inst.read_data_latch: 32
read_data: 32
axi_inst.addr_latch: 2
axi_inst.read_data_latched: 1
read_data_en: 1
axi_inst.read_addr_ready_o: 1
axi_inst.write_data_ready: 1
axi_inst.read_addr_latch: 2
axi_inst.write_resp_valid: 1
axi_inst.addr_done: 1
axi_inst.data_latch: 32
axi_inst.data_done: 1
axi_inst.read_addr_valid_to_user_o: 1
-- cells by family (layout without fill, tap and decap cells) --
| group | after synthesis | in the layout | synth area share, % |
|---|---|---|---|
| flip-flops | 237 | 237 | 63.4 |
| AND/OR/NAND/NOR | 211 | 211 | 13.7 |
| buffers and inverters | 141 | 208 | 6.63 |
| multiplexers | 64 | 64 | 6.39 |
| other | 1 | 4 | 0.0374 |
| AND-OR/OR-AND | 139 | 139 | 9.88 |
-- layout by cell type, fill, tap and decap left out, drive strengths merged --
master and n:
nand4 1, o22ai 32, edfxtp 161, o31ai 32, clkinvlp 1, clkinv 8, conb 4, nor2 32
nor2b 3, buf 21, a21oi 2, nand2 2, dfxtp 76, o21ai 3, a21boi 37, nand3 33
clkdlybuf4s50 77, inv 66, nor3 96, and3 33, clkbuf 33, nand4b 1, and2 5, nand3b 1
nand2b 4, bufinv 2, mux2i 64, o21a 33
-- metrics by stage --
stage               utilization (%)  instance area, um^2
detailed placement             44.9                11000
global route                   48.1                11800
global placement               44.9                11000
floorplan                         -                10000
CTS                            48.1                11800
finish                         48.1                11800
-- path summary, 6_finish.rpt --
check	start	end	cells after the start
setup / recovery	axi_rstn	regs[3][21]	4
setup reg to reg	axi_inst.addr_latch[0]	regs[1][25]	5
hold / removal	axi_inst.read_data_latch[11]	axi_inst.read_data_latch[11]	2
hold reg to reg	axi_inst.read_data_latch[11]	axi_inst.read_data_latch[11]	2
-- layer usage --
layer,wire length (um),share of wire (%)
met1,9790,47
met2,8300,40
met3,2210,11
met4,395,1.9
met5,0,0
-- power breakdown --
group,switching (W),internal (W)
clock,0.000384,0.000563
sequential,0.0000169,0.00116
combinational,0.0000828,0.0000562
-- worst max-delay path: stages --
cell and delay [ns]:
buf_2 0.35, buf_4 0.61, nand2_1 0.55, buf_4 0.41
Power figures rest on the tool's default switching activity, not on a simulated workload.
