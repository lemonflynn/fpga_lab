==> design/flow/design.v <==
module dm_cache_tag #(
    parameter   TAGMSB= 31, 
    parameter   TAGLSB= 14 
)(
    input           clk,
    input [9:0]     tag_req_index,
    input           tag_req_we,
    input           tag_write_valid,
    input           tag_write_dirty,
    input [TAGMSB-TAGLSB:0]   tag_write_tag,
    output          tag_read_valid,
    output          tag_read_dirty,
    output [TAGMSB-TAGLSB:0]  tag_read_tag
);
parameter TAG_WIDTH = TAGMSB - TAGLSB + 2;
reg [TAG_WIDTH:0] tag_mem[0:1023];
wire [TAG_WIDTH:0] tag_read;
integer i;
initial begin
    for (i=0; i<1024; i++) begin
        tag_mem[i] = {TAG_WIDTH{1'b0}};
    end
end
assign {tag_read_valid, tag_read_dirty, tag_read_tag} = tag_mem[tag_req_index];
always@(posedge clk) begin
    if (tag_req_we)
        tag_mem[tag_req_index] <= {tag_write_valid, tag_write_dirty, tag_write_tag};
end
endmodule
==> design/flow/run.sh <==
#!/bin/bash
# OpenROAD 26Q1-2900-gdf79404cd8, Yosys 0.63+post, stock flow scripts
make -C /OpenROAD-flow-scripts/flow DESIGN_CONFIG=/design/flow/config.mk WORK_HOME=/design/flow/orfs finish
==> design/flow/config.mk <==
export PLATFORM = sky130hd
export DESIGN_NAME = dm_cache_tag
export DESIGN_NICKNAME = dm_cache_tag
export VERILOG_FILES = /design/flow/design.v
export SDC_FILE = /design/flow/constraint.sdc
export NUM_CORES = 4
export LEC_CHECK = 1
export CORE_UTILIZATION = 50
export SYNTH_MEMORY_MAX_BITS = 65536
==> design/flow/constraint.sdc <==
current_design dm_cache_tag

set clk_period 124.6
set clk_io_pct 0.2

create_clock -name clk0 -period $clk_period [get_ports {clk}]

set non_clock_inputs [all_inputs -no_clocks]
set_input_delay [expr $clk_period * $clk_io_pct] -clock clk0 $non_clock_inputs
set_output_delay [expr $clk_period * $clk_io_pct] -clock clk0 [all_outputs]
==> impl_table.tex <==
% Yosys + OpenROAD metrics
\begin{tabular}{lr}
\hline
Metric & Value \\
\hline
\multicolumn{2}{l}{\textbf{Clocking}} \\
Number of buffers created by CTS & 2174 \\
Clock transition time at the flip-flop clock pins of the worst setup and hold paths & 50 ps \\
Maximum buffer depth of the clock tree & 6 \\
Clock root buffer master & clkbuf\_16 \\
H-tree depth reported by CTS & 8 \\
Number of hold buffers added after cts & 0 \\
Total of cells resized after clock tree synthesis & 0 \\
CTS tree & yes \\
Number of sinks on the clock net & 20500 \\
Number of setup buffers added after CTS & 0 \\
\multicolumn{2}{l}{\textbf{STA}} \\
Setup-violating endpoint count in the final report & 0 \\
Hold Fails Final Rpt & 0 \\
Unrepaired setup endpoints after global routing & false \\
Aggregate negative setup slack & 0 ps \\
Share of the cycle needed by the critical path after routing & 48.7\% \\
Final Critical Period & 60660 ps \\
Relative slew slack & -16.9\% \\
Top achievable clock speed & 0.0165 GHz \\
Final Max Slew Viols & 69 \\
Slew @ Worst Pin & 1750 ps \\
\multicolumn{2}{l}{\textbf{Finish}} \\
Share of final-layout standard cells stronger than drive strength 1 & 18.8\% \\
Growth of design area from synthesis to finish & 13.6\% \\
Largest registers ranked by flip-flop count & tag\_mem: 20480 flops \\
Final core area utilization & 57.0\% \\
Number of flip-flops under the largest register name & 20500 \\
Register bank with the most flops & tag\_mem \\
\multicolumn{2}{l}{\textbf{Run}} \\
Number of OpenROAD warnings & 51 \\
Maximum Capacitance Violations & 4 \\
\multicolumn{2}{l}{\textbf{Drt}} \\
Iteration count of the initial detailed-routing pass & 8 \\
Average wire per standard cell & 36.2 um \\
Count of nets left with antenna violations after detail routing & 0 \\
Routed Wire Length & 2340 mm \\
Number of design rule violations left after detail routing & 0 \\
Vias after detailed routing & 400000 \\
DR vias/cell & 6.20 \\
Initial detailed-routing violation count & 26400 \\
\multicolumn{2}{l}{\textbf{Worst setup path}} \\
Cell at the slowest stage of the critical path & nand4\_1 \\
Max FO, Critical Path & 78 \\
Type of the worst setup path & input pin to primary output \\
Worst setup path startpoint & tag\_req\_index[1] \\
Type of origin of the critical path & input pin \\
Required time at the worst-slack endpoint & 99680 ps \\
Data arrival time of the critical path & 35740 ps \\
Cells along the critical path & buf\_16, buf\_4, buf\_12, buf\_4, buf\_4, buf\_4, buf\_4, buf\_4, buf\_4, mux2i\_1, o22ai\_1, nor2\_1, a31oi\_1, a2111oi\_2, buf\_4, nand4\_1, buf\_4, or3\_1, clkdlybuf4s50\_1 \\
Largest stage delay, worst path & 1340 ps \\
Cell with the most instances on the worst path & buf\_4 \\
Critical Path End Type & primary output \\
\multicolumn{2}{l}{\textbf{Run status}} \\
Violations in the final reports & max-capacitance violations, max-slew violations \\
Status & complete, but fails checks \\
\multicolumn{2}{l}{\textbf{Placement}} \\
Estimated wirelength of the detail-placed design & 1410 mm \\
Port bufs & 51 \\
Last weighted congestion value of the routability-driven placer & 0.916 \\
\multicolumn{2}{l}{\textbf{GRT}} \\
Overall fraction of global-route tracks in use & 33.6\% \\
Global-route wire length before repair & 3230 mm \\
Antenna violations before repair & 165 \\
Vias in the first global route & 426000 \\
Pin count of the biggest net entering global routing & 134 \\
Total congestion overflow & 0 \\
\multicolumn{2}{l}{\textbf{Power and ir drop}} \\
Leakage & 294 nW \\
Proportion of power drawn by combinational gates & 4.6\% \\
Internal portion of total power & 11.3 mW \\
Switching share of total power & 21.0\% \\
Pwr Density & 16.1 nW/um\^{}2 \\
Part of the power in registers & 53.2\% \\
Net switching component of the power & 3.00 mW \\
Fraction of power consumed by the clock network & 42.2\% \\
Peak VDD IR & 11.7 uV \\
\multicolumn{2}{l}{\textbf{Logic synthesis}} \\
Dominant register cell in the synthesized netlist & edfxtp\_1 \\
Top cell type's share of synthesized area & 78.9\% \\
Post-synth tally of flip-flops with integrated enable & 20500 \\
Number of unique standard cell types used by synthesis & 60 \\
Yosys warning count & 1 \\
Post-synthesis sequential area ratio & 78.9\% \\
Cell taking the most area after synthesis & edfxtp\_1 \\
Most instantiated cells after synthesis & edfxtp\_1, mux2i\_1, o22ai\_1 \\
Yosys Chip Area & 779000 sq um \\
Synth async-reset ratio & 0\% \\
Largest cells by area after synthesis & edfxtp\_1, mux2i\_1, mux4\_2 \\
Mapped cell area & 779000 sq um \\
Count of instantiated cells in the yosys netlist & 39600 \\
Synthesis-stage register bit count & 20500 \\
Most popular library cell in the synthesized design by count & edfxtp\_1 \\
Mean Syn Cell Area & 19.7 sq um \\
Synth Instances & 39600 \\
\multicolumn{2}{l}{\textbf{Floorplan}} \\
Die extent in y & 1.25 mm \\
Floorplan-stage core utilization & 50.1\% \\
Area of the die & 1560000 sq um \\
Placeable Area & 1550000 sq um \\
I/O Pins & 52 \\
Die extent in x & 1.25 mm \\
Row count & 458 \\
\multicolumn{2}{l}{\textbf{Hold path}} \\
Min-Delay Startpoint & tag\_write\_tag[12] \\
Worst hold path class & input pin to register \\
\hline
\end{tabular}
==> kinds of logic (layout without fill, tap and decap cells) <==
logic type / Yosys count / in the layout / synth area share, %
AOI/OAI and AO/OA: 4719 / 4719 / 3.94
other: 0 / 326 / 0
buffers and inverters: 2424 / 6405 / 1.39
muxes: 8770 / 8770 / 13.8
DFF: 20500 / 20500 / 78.9
and+or+nand+nor: 3166 / 3166 / 1.92
==> power by group through the flow <==
stage	logic, mW	clock network (mW)	registers (mW)
after CTS	0.647	6.10	7.58
after global routing	0.688	6.36	7.58
final	0.654	6.03	7.58
==> critical path: cells and delay by family <==
family	cells	cell delay (ps)
simple gates	3	2250
buf+inv	12	6640
mux	1	290
compound gates	3	1220
==> layout by cell type, fill, tap and decap left out, types with 109 or more instances in the layout <==
cell | synthesis | routed
o21ai_0 | 267 | 266
clkbuf_1 | 940 | 505
diode_2 | 0 | 326
a221oi_1 | 109 | 109
nor3_1 | 160 | 150
nand2_1 | 410 | 350
a21oi_1 | 115 | 115
clkbuf_16 | 0 | 2251
nand3_1 | 206 | 202
a22oi_1 | 639 | 639
clkinv_1 | 2 | 485
clkinv_2 | 0 | 237
o2111ai_1 | 128 | 128
mux2i_1 | 7153 | 7153
a31oi_1 | 120 | 112
buf_4 | 79 | 2609
nor4_1 | 648 | 631
nor2_2 | 0 | 1008
mux4_2 | 1596 | 1596
nand4_1 | 151 | 151
nor2_1 | 1430 | 412
edfxtp_1 | 20500 | 20500
o22ai_1 | 3199 | 3199
==> per-stage QoR <==
step / worst slack, ps / hold WS (ps) / cell area (sq um) / cells / power [mW]
after floorplan: 72170 / 25020 / 779000 / 39600 / 8.03
after global placement: 64070 / 25310 / 819000 / 60600 / 8.36
after detailed placement: 64240 / 25320 / 819000 / 60600 / 8.37
after CTS: 64180 / 23880 / 885000 / 64200 / 14.3
after global routing: 63640 / 23940 / 885000 / 64400 / 14.6
final: 63940 / 23960 / 885000 / 64600 / 14.3
==> layer usage <==
layer / wire length [um] / up-vias / global-route usage (%)
met5: 9080 / - / 5.35
met4: 137000 / 259 / 14.6
met3: 487000 / 4818 / 30.2
met2: 1050000 / 28500 / 45.5
met1: 655000 / 198000 / 36.8
li1: - / 169000 / -
==> final cells by class <==
type	count	area, sq um
inverter	4	25.0
antenna	326	816
tap	20700	25900
timing repair buffer	2721	21500
fill	111000	669000
clock inverter	924	7030
clock buffer	2756	58200
sequential	20500	615000
multi-input combinational	16700	157000
==> path summary, 6_finish.rpt <==
path / slack (ps) / endpoint / cells after the start
setup / recovery: 63940 / tag_read_tag[9] / 19
hold / removal: 23960 / tag_mem[45][12] / 1
Power figures rest on the tool's default switching activity, not on a simulated workload.
